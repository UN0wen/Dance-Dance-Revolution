<file path="design/flow/design.v">
`timescale 1ns / 1ps
module BinaryToBCD(
    input [15:0] binary,
    output reg [15:0] BCD
    );
    reg [4:0] i;
    always @ (binary)
    begin
        BCD = 16'b0;
        for (i = 0; i < 16; i = i + 1)
        begin
            BCD = {BCD[14:0], binary[15-i]};  
            if (i < 15 && BCD[3:0] >= 5)
                BCD[3:0] = BCD[3:0] + 3;
            if (i < 15 && BCD[7:4] >= 5)
                BCD[7:4] = BCD[7:4] + 3;
            if (i < 15 && BCD[11:8] >= 5)
                BCD[11:8] = BCD[11:8] + 3;
            if (i < 15 && BCD[15:12] >= 5)
                BCD[15:12] = BCD[15:12] + 3;
        end
    end
endmodule
</file>
<file path="design/flow/run.sh">
#!/bin/bash
# OpenROAD 26Q1-2900-gdf79404cd8, Yosys 0.63+post, stock flow scripts
make -C /OpenROAD-flow-scripts/flow DESIGN_CONFIG=/design/flow/config.mk WORK_HOME=/design/flow/orfs finish
</file>
<file path="design/flow/config.mk">
export PLATFORM = sky130hd
export DESIGN_NAME = BinaryToBCD
export DESIGN_NICKNAME = BinaryToBCD
export VERILOG_FILES = /design/flow/design.v
export SDC_FILE = /design/flow/constraint.sdc
export NUM_CORES = 4
export LEC_CHECK = 1
export CORE_AREA = 10 10 114 114
export DIE_AREA = 0 0 124 124
</file>
<file path="design/flow/constraint.sdc">
current_design BinaryToBCD

set clk_period 18.9
set clk_io_pct 0.2

create_clock -name clk0 -period $clk_period

set non_clock_inputs [all_inputs -no_clocks]
set_input_delay [expr $clk_period * $clk_io_pct] -clock clk0 $non_clock_inputs
set_output_delay [expr $clk_period * $clk_io_pct] -clock clk0 [all_outputs]
</file>
==> reports/results.ini <==
[outcome]
status = complete, no violations

[logic_synthesis]
synth_area_um2 = 5060
netlist_instances = 776
mux_share_pct = 5.74
synth.most_common_cell = nand2_1
ys_seq_share_pct = 0
synth-simple-area-share_pct = 29.8
adder_share_pct = 6.63
yosysWarnings = 1
ys_cells = 776
synthAoiAreaFrac_pct = 47.5
topCombFamilyByArea = AND-OR/OR-AND gates
synth-xor-area-share_pct = 3.71
synth_cell_types = 109
synth.area.top_cells = ha_1, nand2_1, nor2_1
synth.avg_cell_area_um2 = 6.52
synth_top_cell_by_area = ha_1
synth.top_cells.by_count = nand2_1, nor2_1, a21oi_1, o21ai_0, inv_1
ys_area_um2 = 5060
top_area_share_pct = 6.43

[grt]
antenna_found_initial = 0
overflow = 0
grt_max_degree = 25
grt_pass1_vias = 5174
grt_pass1_wl_um = 22800
track_usage_pct = 16.5

[die]
fp.dieH_um = 124
num_rows = 37
core_area_um2 = 10400
fp_util_pct = 48.5
die_w_um = 124
dieArea_um2 = 15400
num_io_pins = 32

[timing]
fin_tns_setup_ps = 0
setup_viol = 0
finalHoldViolCount = 0
period_used_pct = 96.9
period_minus_slack_ps = 18310
worst_slew_pin_slew_ps = 801
rsz0062_at_grt = true
relSlewSlack_pct = 46.3
maxSlewViolCount = 0
finalWorstSetupSlack_ps = 588
timing.fmax_mhz = 54.6

[flow_run]
tool_warnings = 37
cap_violations = 0

[hold_path]
hold_class = primary input to output pin
hold_depth = 0

[place]
pre_cts_slack_ps = -446
place_area_um2 = 5680
gp_congestion = 0.982
dp_hpwl_um = 10300
numPortBuffers = 30

[route]
vias_per_cell = 6.34
n_antenna_cell = 0
drt_iter0_drc = 572
ant_nets = 0
vias = 6123
drt_wl_total_um = 13800
drc = 0
drt_pass1_iterations = 5
wl_per_cell_um = 14.3

[layout]
drive_above_1_share_pct = 20.4
flop_area_um2 = 0
mi_logic_area_um2 = 5010
final_core_util_pct = 58.7
clkbuf_count = 0
area_delta_synth_final_pct = 21.0
final_area_um2 = 6120
flops = 0
num-fill-cells = 936

[worst_setup_path]
crit_fanout = 6
cp.arrival_ps = 14530
cp.depth = 61
crit_family = AND-OR/OR-AND gates
slowest_delay_ps = 560
path_class = primary input to output pin
worst_setup_path_start_kind = primary input
cp_slowest_cell = or4_4
path_buffers = 12
critPathCaptureType = output pin
crit_required_ps = 15120

-- metal layers --
metal	vias to the layer above	track usage (%)	share of wire (%)
met2	139	26.9	45
met5	-	0	0
met1	2827	24.5	50
met4	0	1.08	0.17
li1	3153	-	-
met3	4	1.01	4.5
-- path summary, 6_finish.rpt --
check / start / end / slack, ps
setup / recovery: binary[14] / BCD[14] / 590
hold / removal: binary[0] / BCD[0] / 7560
-- cell type report --
class                      instances  area share, %
timing repair buffer              95           12.9
tap                              136           2.78
multi-input combinational        695           81.9
inverter                          40           2.45
-- stage by stage --
step	std cells	hold slack (ps)
6_report	966	7560
5_1_grt	966	7560
4_1_cts	951	7560
3_5_place_dp	945	7560
3_3_place_gp	945	7560
2_1_floorplan	776	7630
-- what timing repair did --
item,in CTS,in global routing
endpoints found under the setup margin,3,11
cloned,0,0
gates resized,12,48
pin swaps,6,25
hold buffers,0,0
buffers inserted,6,15
-- cell usage in the layout, fill, tap and decap left out, types with 6 or more instances in the layout --
cell type / instances
xnor2_1: 8
mux2i_1: 15
nor3_1: 21
o211a_1: 6
o211ai_1: 17
nand4_1: 9
buf_4: 65
a21oi_1: 46
o22ai_1: 16
o31ai_1: 7
o21ai_1: 12
a22oi_1: 8
clkdlybuf4s50_1: 30
inv_2: 7
nor4_1: 11
nor2_1: 67
nand2_1: 79
a211oi_1: 18
nand3_1: 26
a31oi_1: 15
ha_2: 9
nand2b_1: 10
and3_1: 12
nor2b_1: 6
a21o_1: 14
o221ai_1: 6
and2_1: 16
mux2_2: 7
o21ai_0: 37
ha_1: 16
a211o_1: 7
inv_1: 29
-- cell families after synthesis --
logic type	after synthesis
compound gates	324
xor+xnor	19
fa+ha+maj	27
buf+inv	81
mux	26
simple gates	299
