==> ./design.v <==
module letters(
input  [2:0] letter,  
input  [9:0] x,
input [9:0] y,
input [9:0] x_pos,
input [9:0] y_pos,
input [9:0] box_width,
input [9:0] box_height,
output out
);
reg blockout;
wire blockC1,blockC2,blockC3,blockC4,blockC5;
wire blockB1,blockB2,blockB3,blockB4,blockB5;
wire blockA1,blockA2,blockA3,blockA4,blockA5;
wire allblocks;
wire [10:0] column1,column2,column3;
wire [10:0] row1,row2,row3,row4,row5;
assign   column1 = x_pos+box_width+1;
assign	column2 = x_pos+box_width+box_width+1;
assign	column3 = x_pos+box_width+box_width+box_width+1;
assign	row1 = y_pos+box_height+1;
assign	row2 = y_pos+box_height+box_height+1;
assign	row3 = y_pos+box_height+box_height+box_height+1;
assign	row4 = y_pos+box_height+box_height+box_height+box_height+1;
assign	row5 = y_pos+box_height+box_height+box_height+box_height+box_height+1;
assign out = blockout;
assign blockA1 = (x>x_pos)&&(x <= column1)&&(y>y_pos)&&(y<= row1);
assign blockA2 = (x>x_pos)&&(x <= column1)&&(y>row1)&&(y<= row2);
assign blockA3 = (x>x_pos)&&(x <= column1)&&(y>row2)&&(y<= row3);
assign blockA4 = (x>x_pos)&&(x <= column1)&&(y>row3)&&(y<= row4);
assign blockA5 = (x>x_pos)&&(x <= column1)&&(y>row4)&&(y<= row5);
assign blockB1 = (x>column1)&&(x<= column2)&&(y>y_pos)&&(y<= row1);
assign blockB2 = (x>column1)&&(x<= column2)&&(y>row1)&&(y<= row2);
assign blockB3 = (x>column1)&&(x<= column2)&&(y>row2)&&(y<= row3);
assign blockB4 = (x>column1)&&(x<= column2)&&(y>row3)&&(y<= row4);
assign blockB5 = (x>column1)&&(x<= column2)&&(y>row4)&&(y<= row5);
assign blockC1 = (x>column2)&&(x <= column3)&&(y>y_pos)&&(y <= row1);
assign blockC2 = (x>column2)&&(x <= column3)&&(y>row1)&&(y <= row2);
assign blockC3 = (x>column2)&&(x <= column3)&&(y>row2)&&(y <= row3);
assign blockC4 = (x>column2)&&(x <= column3)&&(y>row3)&&(y <= row4);
assign blockC5 = (x>column2)&&(x <= column3)&&(y>row4)&&(y <= row5);
assign allblocks = (x > x_pos)&&(x <= column3)&&(y>y_pos)&&(y <= row5);
always @ (*)
begin
	case (letter)
		0:blockout = blockA1||blockA2||blockA3||blockA4||blockA5||blockB5||blockC5;
		1:blockout = allblocks&&(~(blockB2||blockB4||blockC2||blockC4));
		2:blockout = allblocks&&(~(blockB1||blockB2||blockB3||blockB4||blockC5||blockA5));
		3:blockout = allblocks&&(~(blockB2||blockB3||blockB4||blockC1||blockC5));
		4:blockout = allblocks&&(~(blockA2||blockA3||blockA4||blockC2||blockC3||blockC4));
		5:blockout = blockA1||blockA2||blockA3||blockA4||blockA5||blockB1||blockC1||blockB3;
		6:blockout = blockB2||blockB4;
		default: blockout = 0;
	endcase
end
endmodule
`timescale 1ns / 1ps
module menu(
	input [1:0] level,
	input diff,
	input clk,
	input rst,
	input [9:0] x,
	input [9:0] y,
	input animate,
	output is_menu 
);
	parameter LEVEL_START_Y = 10'd100;
	parameter CHAR_WIDTH = 10'd16;
	parameter DIFF_START_Y = 10'd200;
	parameter START_X  = 10'd60;
	wire firstL_pos, secondL_pos, firstE_pos, secondE_pos, firstV_pos, levelColon_pos, level_number_pos;
	wire firstD_pos, firstI_pos, firstF_pos, secondF_pos, diff_number_pos;
	wire [9:0] char2_pos;
	wire [9:0] char3_pos;
	wire [9:0] char4_pos;
   wire [9:0]	char5_pos;
	wire [9:0] colon_pos;
   wire [9:0]	number_pos;
	assign char2_pos = START_X + CHAR_WIDTH * 5;
	assign char3_pos = START_X + CHAR_WIDTH * 10;
	assign char4_pos = START_X + CHAR_WIDTH * 15;
	assign char5_pos = START_X + CHAR_WIDTH * 20;
	assign colon_pos = START_X + CHAR_WIDTH * 25;
	assign number_pos = START_X + CHAR_WIDTH * 30;
	letters firstL (
    .letter(3'b000), 
    .x(x), 
    .y(y), 
    .x_pos(START_X), 
    .y_pos(LEVEL_START_Y), 
    .box_width(CHAR_WIDTH), 
    .box_height(CHAR_WIDTH), 
    .out(firstL_pos)
    );
	 letters firstE (
    .letter(3'b001), 
    .x(x), 
    .y(y), 
    .x_pos(char2_pos), 
    .y_pos(LEVEL_START_Y), 
    .box_width(CHAR_WIDTH), 
    .box_height(CHAR_WIDTH), 
    .out(firstE_pos)
    );
	 letters firstV (
    .letter(3'b010), 
    .x(x), 
    .y(y), 
    .x_pos(char3_pos), 
    .y_pos(LEVEL_START_Y), 
    .box_width(CHAR_WIDTH), 
    .box_height(CHAR_WIDTH), 
    .out(firstV_pos)
    );
	 letters secondE (
    .letter(3'b001), 
    .x(x), 
    .y(y), 
    .x_pos(char4_pos), 
    .y_pos(LEVEL_START_Y), 
    .box_width(CHAR_WIDTH), 
    .box_height(CHAR_WIDTH), 
    .out(secondE_pos)
    );
	 letters secondL (
    .letter(3'b000), 
    .x(x), 
    .y(y), 
    .x_pos(char5_pos), 
    .y_pos(LEVEL_START_Y), 
    .box_width(CHAR_WIDTH), 
    .box_height(CHAR_WIDTH), 
    .out(secondL_pos)
    );
	letters level_colon (
    .letter(3'b110), 
    .x(x), 
    .y(y), 
    .x_pos(colon_pos), 
    .y_pos(LEVEL_START_Y), 
    .box_width(CHAR_WIDTH), 
    .box_height(CHAR_WIDTH), 
    .out(levelColon_pos)
    );
	 number level_number (
    .num(level), 
    .x(x), 
    .y(y), 
    .x_pos(number_pos), 
    .y_pos(LEVEL_START_Y), 
    .box_width(CHAR_WIDTH), 
    .box_height(CHAR_WIDTH), 
    .out(level_number_pos)
    );
	 letters firstD (
    .letter(3'b011), 
    .x(x), 
    .y(y), 
    .x_pos(START_X), 
    .y_pos(DIFF_START_Y), 
    .box_width(CHAR_WIDTH), 
    .box_height(CHAR_WIDTH), 
    .out(firstD_pos)
    );
	 letters firstI (
    .letter(3'b100), 
    .x(x), 
    .y(y), 
    .x_pos(char2_pos), 
    .y_pos(DIFF_START_Y), 
    .box_width(CHAR_WIDTH), 
    .box_height(CHAR_WIDTH), 
    .out(firstI_pos)
    );
	 letters firstF (
    .letter(3'b101), 
    .x(x), 
    .y(y), 
    .x_pos(char3_pos), 
    .y_pos(DIFF_START_Y), 
    .box_width(CHAR_WIDTH), 
    .box_height(CHAR_WIDTH), 
    .out(firstF_pos)
    );
	 letters secondF (
    .letter(3'b101), 
    .x(x), 
    .y(y), 
    .x_pos(char4_pos), 
    .y_pos(DIFF_START_Y), 
    .box_width(CHAR_WIDTH), 
    .box_height(CHAR_WIDTH), 
    .out(secondF_pos)
    );
	letters diff_colon (
    .letter(3'b110), 
    .x(x), 
    .y(y), 
    .x_pos(char5_pos), 
    .y_pos(DIFF_START_Y), 
    .box_width(CHAR_WIDTH), 
    .box_height(CHAR_WIDTH), 
    .out(diffColon_pos)
    );
	 number diff_number (
    .num(diff), 
    .x(x), 
    .y(y), 
    .x_pos(number_pos), 
    .y_pos(DIFF_START_Y), 
    .box_width(CHAR_WIDTH), 
    .box_height(CHAR_WIDTH), 
    .out(diff_number_pos)
    );
	 wire is_level, is_diff;
	 assign is_level = firstL_pos||firstE_pos||firstV_pos||secondE_pos||secondL_pos||levelColon_pos||level_number_pos;
	 assign is_diff = firstD_pos||firstI_pos||firstF_pos||secondF_pos||diffColon_pos||diff_number_pos;
	 assign is_menu = is_level||is_diff;
endmodule
module number(
input  [3:0] num,
input  [9:0] x,
input [9:0] y,
input [9:0] x_pos,
input [9:0] y_pos,
input [9:0] box_width,
input [9:0] box_height,
output out
);
reg blockout;
wire blockC1,blockC2,blockC3,blockC4,blockC5;
wire blockB1,blockB2,blockB3,blockB4,blockB5;
wire blockA1,blockA2,blockA3,blockA4,blockA5;
wire allblocks;
wire [10:0] column1,column2,column3;
wire [10:0] row1,row2,row3,row4,row5;
assign   column1 = x_pos+box_width+1;
assign	column2 = x_pos+box_width+box_width+1;
assign	column3 = x_pos+box_width+box_width+box_width+1;
assign	row1 = y_pos+box_height+1;
assign	row2 = y_pos+box_height+box_height+1;
assign	row3 = y_pos+box_height+box_height+box_height+1;
assign	row4 = y_pos+box_height+box_height+box_height+box_height+1;
assign	row5 = y_pos+box_height+box_height+box_height+box_height+box_height+1;
assign out = blockout;
assign blockA1 = (x>x_pos)&&(x <= column1)&&(y>y_pos)&&(y<= row1);
assign blockA2 = (x>x_pos)&&(x <= column1)&&(y>row1)&&(y<= row2);
assign blockA3 = (x>x_pos)&&(x <= column1)&&(y>row2)&&(y<= row3);
assign blockA4 = (x>x_pos)&&(x <= column1)&&(y>row3)&&(y<= row4);
assign blockA5 = (x>x_pos)&&(x <= column1)&&(y>row4)&&(y<= row5);
assign blockB1 = (x>column1)&&(x<= column2)&&(y>y_pos)&&(y<= row1);
assign blockB2 = (x>column1)&&(x<= column2)&&(y>row1)&&(y<= row2);
assign blockB3 = (x>column1)&&(x<= column2)&&(y>row2)&&(y<= row3);
assign blockB4 = (x>column1)&&(x<= column2)&&(y>row3)&&(y<= row4);
assign blockB5 = (x>column1)&&(x<= column2)&&(y>row4)&&(y<= row5);
assign blockC1 = (x>column2)&&(x <= column3)&&(y>y_pos)&&(y <= row1);
assign blockC2 = (x>column2)&&(x <= column3)&&(y>row1)&&(y <= row2);
assign blockC3 = (x>column2)&&(x <= column3)&&(y>row2)&&(y <= row3);
assign blockC4 = (x>column2)&&(x <= column3)&&(y>row3)&&(y <= row4);
assign blockC5 = (x>column2)&&(x <= column3)&&(y>row4)&&(y <= row5);
assign allblocks = (x > x_pos)&&(x <= column3)&&(y>y_pos)&&(y <= row5);
always @ (num)
begin
	case (num)
		0:blockout = allblocks&&(~(blockB2||blockB3||blockB4));
		1:blockout = blockB1||blockB2||blockB3||blockB4||blockB5;
		2:blockout = allblocks&&(~(blockA2||blockB2||blockB4||blockC4));
		3:blockout = allblocks&&(~(blockA2||blockB2||blockA4||blockB4));
		4:blockout = allblocks&&(~(blockB1||blockB2||blockA4||blockA5||blockB4||blockB5));
		5:blockout = allblocks&&(~(blockB2||blockC2||blockA4||blockB4));
		6:blockout = allblocks&&(~(blockB1||blockC1||blockB2||blockC2||blockB4));
		7:blockout = blockA1||blockB1||blockC1||blockC2||blockC3||blockC4||blockC5;
		8:blockout = allblocks&&(~(blockB2||blockB4));
		9:blockout = allblocks&&(~(blockB2||blockA4||blockB4||blockA5||blockB5));
	endcase
end
endmodule
==> ./run.sh <==
#!/bin/bash
# OpenROAD 26Q1-2900-gdf79404cd8, Yosys 0.63+post, stock flow scripts
make -C /OpenROAD-flow-scripts/flow DESIGN_CONFIG=/design/flow/config.mk WORK_HOME=/design/flow/orfs finish
==> ./config.mk <==
export PLATFORM = sky130hd
export DESIGN_NAME = menu
export DESIGN_NICKNAME = menu
export VERILOG_FILES = /design/flow/design.v
export SDC_FILE = /design/flow/constraint.sdc
export NUM_CORES = 4
export LEC_CHECK = 1
export CORE_UTILIZATION = 30
==> ./constraint.sdc <==
current_design menu

set clk_period 9.2
set clk_io_pct 0.2

create_clock -name clk0 -period $clk_period

set non_clock_inputs [all_inputs -no_clocks]
set_input_delay [expr $clk_period * $clk_io_pct] -clock clk0 $non_clock_inputs
set_output_delay [expr $clk_period * $clk_io_pct] -clock clk0 [all_outputs]
==> flow_summary_export.csv <==
group,metric,value,unit
run_status,status,"complete, no violations",
worst_setup_path,critPathMaxStageDelay,750,ps
die,num_rows,23,
die,core_area,4090,um^2
power,power_density,35.9,nW/um^2
drt,first_pass_iters,4,
placed_design,dp_slack,1670,ps
global_routing,grt_max_degree,24,
synth,ys_cells,215,
global_routing,grt_overflow,0,
drt,wl_per_cell,14.8,um
synth,ys_sh_mux,0.860,%
cts,post_cts_buffers,0,
hold_path,hold_class,"input port to primary output",
worst_setup_path,critPathLaunchType,"input port",
sta,min_period,7560,ps
drt,detail_route.drc_violations,0,
power,cellLeakagePower,0.000445,uW
sta,setup_viol,0,
worst_setup_path,crit_buf_inv,2,
synth,syn_inst,215,
synth,xor_area_share,2.01,%
worst_setup_path,worstSetupEndpoint,"is_menu",
sta,unclocked_regs,1,
synth,synth.cellmix.adderShare,0,%
worst_setup_path,path_delay_family,"simple AND/OR/NAND/NOR gates",
sta,unconstrained_endpoints,1,
global_routing,grt_pass1_vias,1384,
synth,yosysWarnings,5,
synth,postSynthAreaPerCell,6.09,um^2
drt,via_count,1696,
die,fp_util,32.1,%
sta,slew_violations,0,
die,fp.dieW,68.1,um
die,die_area,4630,um^2
worst_setup_path,cp.depth,13,
worst_setup_path,cp.arrival,5720,ps
worst_setup_path,crit_required,7360,ps
worst_setup_path,critPathKind,"input port to primary output",
layout,fillers,449,
global_routing,grt_use_total,18.2,%
sta,fin_ws,1640,ps
sta,hold_viol,0,
layout,largest_reg_flops,1,
layout,area_delta_synth_final,16.0,%
sta,worstMarginPinSlew,716,ps
worst_setup_path,critical_path.startpoint,"y[5]",
worst_setup_path,cp-end-kind,"primary output",
global_routing,antenna_found_initial,0,
job,cap_violations,0,
layout,drive_above_1_share,3.62,%
cts,postCtsHoldBufs,0,
placed_design,gp_congestion,1.00,
worst_setup_path,crit_chain,"clkdlybuf4s50_1, nand2_1, or4b_1, a21oi_1, nor2_1, o21a_1, o2111ai_1, a21oi_1, dlxtn_1, a2111oi_0, o311ai_1, or4_1, clkdlybuf4s50_1",
synth,edf_count,0,
cts,cts_resized,0,
sta,min_period_over_period,82.2,%
placed_design,port_buffers,24,
global_routing,grt_pass1_wl,6580,um
synth,logic_family,"simple AND/OR/NAND/NOR gates",
placed_design,dpl.hpwl,3040,um
synth,synth_top_flop_cell,"dlxtn_1",
worst_setup_path,slowest_stage,"clkdlybuf4s50_1",
sta,fin_tns_setup,0,ps
power,peakVddDrop,0.0142,mV
sta,rsz0062_at_grt,"no",
synth,post_synth_ao_oa_area_fraction,38.8,%
synth,ys_ff,1,
synth,yosys-stat-area,1310,um^2
sta,slew_headroom,52.1,%
drt,drt_wl_total,4000,um
worst_setup_path,worstPathMaxFanout,13,
die,die_y,68.1,um
die,pin_count,27,
drt,drtIter0Drc,196,
sta,max_freq,132,MHz
job,tool_warnings,35,
synth,synthSimpleGateAreaFrac,48.6,%
synth,synth_cell_type_count,60,
drt,drtAntennaViolNets,0,
power,finalPower,54.5,uW
synth,async_flop_share,0,%
synth,netlist_area,1310,um^2
drt,antenna_cells,0,
drt,vias_per_cell,6.26,
==> report_power, final <==
part / switching (uW) / internal, uW / total, uW
Clock: 0 / 0 / 0
Sequential: 0.00340 / 0.172 / 0.175
Combinational: 31.4 / 23.0 / 54.4
==> synthesized netlist by cell type, types with 4 or more instances <==
master	instances	area, um^2
nand2_1	28	105
nor2_1	16	60.1
nand3_1	13	65.1
a21oi_1	9	45.0
a31oi_1	9	56.3
buf_2	9	45.0
o21ai_0	9	45.0
nor3_1	8	40.0
clkbuf_1	7	26.3
nor2b_1	7	43.8
a211oi_1	6	45.0
nand2b_1	6	37.5
nand4b_1	5	43.8
nor4_1	5	31.3
and2_1	4	25.0
inv_1	4	15.0
nand4_1	4	25.0
o31ai_1	4	30.0
==> layout make-up <==
type | instances | area, um^2 | share of cell area, %
Inverter | 4 | 15.0 | 0.988
Multi-Input combinational cell | 192 | 1190 | 78.1
Sequential cell | 1 | 15.0 | 0.988
Tap cell | 50 | 62.6 | 4.12
Timing Repair Buffer | 24 | 240 | 15.8
==> cells in the final DEF (no fill, tap or decap), drive strengths merged, types with 4 or more instances in the layout <==
master,synthesis,layout
o21ai,12,12
a211oi,6,6
nand2,28,28
nor2,16,16
nand3,13,13
a21oi,9,9
nand2b,6,6
nor3,9,9
nand4,4,4
nor4,5,5
and2,5,5
nand4b,5,5
inv,4,4
o31ai,4,4
clkdlybuf4s50,0,24
nor2b,7,7
a31oi,9,9
==> metal layers <==
layer | vias up | share of wire [%] | wire (um) | track usage (%)
met5 | - | 0 | 0 | 0
met1 | 770 | 47 | 1880 | 29.4
met4 | 0 | 0.87 | 35 | 1.82
li1 | 845 | - | - | -
met3 | 4 | 8.4 | 337 | 1.69
met2 | 77 | 44 | 1750 | 26.3
==> cells by family (layout without fill, tap and decap cells) <==
logic type	after synthesis	count (layout)
compound gates	71	71
buf+inv	22	28
simple gates	116	116
other cells	1	1
latches	1	1
mux	1	1
xor+xnor	3	3
==> stage by stage <==
| step | hold WS (ps) | instance area [um^2] | utilization [%] | instances |
|---|---|---|---|---|
| 2_1_floorplan | 3980 | 1310 | - | 215 |
| 6_report | 5020 | 1520 | 37.2 | 271 |
| 4_1_cts | 5000 | 1520 | 37.2 | 271 |
| 5_1_grt | 5070 | 1520 | 37.2 | 271 |
| 3_3_place_gp | 5000 | 1520 | 37.2 | 271 |
| 3_5_place_dp | 4990 | 1520 | 37.2 | 271 |
==> worst min-delay path by stage <==
stage          to  depth (start not counted)  slack, ps  start
6_report  is_menu                          6       5020   diff
5_1_grt   is_menu                          6       5070   diff
4_1_cts   is_menu                          6       5000   diff
Power and IR drop assume default switching activity.
