==> flow/config.mk <==
export PLATFORM = sky130hd
export DESIGN_NAME = note_spawner
export DESIGN_NICKNAME = note_spawner
export VERILOG_FILES = /design/flow/design.v
export SDC_FILE = /design/flow/constraint.sdc
export NUM_CORES = 4
export LEC_CHECK = 1
export CORE_UTILIZATION = 40
==> flow/constraint.sdc <==
current_design note_spawner

set clk_period 4.9
set clk_io_pct 0.2

create_clock -name clk0 -period $clk_period [get_ports {clk}]

set non_clock_inputs [all_inputs -no_clocks]
set_input_delay [expr $clk_period * $clk_io_pct] -clock clk0 $non_clock_inputs
set_output_delay [expr $clk_period * $clk_io_pct] -clock clk0 [all_outputs]
==> flow/design.v <==
`timescale 1ns / 1ps
module level_rom1(
    input [(ADDR_WIDTH-1):0] addr,
    input clk,
	 input rst,
    output reg [(DATA_WIDTH-1):0] note
    );
    parameter ADDR_WIDTH = 6;
    parameter DATA_WIDTH = 4;
	 reg [3:0] level1 [48:0];
    initial
    begin
	    level1[0] = 4'b0001;
		level1[1] = 4'b0001;
		level1[2] = 4'b1000;
		level1[3] = 4'b0010;
		level1[4] = 4'b1000;
		level1[5] = 4'b0001;
		level1[6] = 4'b0001;
		level1[7] = 4'b0100;
		level1[8] = 4'b0100;
		level1[9] = 4'b0010;
		level1[10] = 4'b0010;
		level1[11] = 4'b0100;
		level1[12] = 4'b1000;
		level1[13] = 4'b0100;
		level1[14] = 4'b1000;
		level1[15] = 4'b1000;
		level1[16] = 4'b0010;
		level1[17] = 4'b0100;
		level1[18] = 4'b0100;
		level1[19] = 4'b0100;
		level1[20] = 4'b0010;
		level1[21] = 4'b1000;
		level1[22] = 4'b0001;
		level1[23] = 4'b0010;
		level1[24] = 4'b0100;
		level1[25] = 4'b0010;
		level1[26] = 4'b0010;
		level1[27] = 4'b0010;
		level1[28] = 4'b0001;
		level1[29] = 4'b0001;
		level1[30] = 4'b0100;
		level1[31] = 4'b0010;
		level1[32] = 4'b0010;
		level1[33] = 4'b1000;
		level1[34] = 4'b0001;
		level1[35] = 4'b0010;
		level1[36] = 4'b0001;
		level1[37] = 4'b0100;
		level1[38] = 4'b1000;
		level1[39] = 4'b0001;
		level1[40] = 4'b1000;
		level1[41] = 4'b0001;
		level1[42] = 4'b1000;
		level1[43] = 4'b0100;
		level1[44] = 4'b0010;
		level1[45] = 4'b0001;
		level1[46] = 4'b0100;
		level1[47] = 4'b0100;
		level1[48] = 4'b1111;
    end
    always @ (posedge clk)
    begin
		if (rst)
			note <= 4'b1111;
		else
			note <= level1[addr];
    end
endmodule
`timescale 1ns / 1ps
module level_rom2(
    input [(ADDR_WIDTH-1):0] addr,
    input clk,
	 input rst,
    output reg [(DATA_WIDTH-1):0] note
    );
    parameter ADDR_WIDTH = 6;
    parameter DATA_WIDTH = 4;
    reg [3:0] level2 [48:0];
    initial
    begin
         level2[0] = 4'b1000;
			level2[1] = 4'b0010;
			level2[2] = 4'b0010;
			level2[3] = 4'b0100;
			level2[4] = 4'b1000;
			level2[5] = 4'b0100;
			level2[6] = 4'b1000;
			level2[7] = 4'b0100;
			level2[8] = 4'b1000;
			level2[9] = 4'b0001;
			level2[10] = 4'b0010;
			level2[11] = 4'b0100;
			level2[12] = 4'b1000;
			level2[13] = 4'b0010;
			level2[14] = 4'b1000;
			level2[15] = 4'b0100;
			level2[16] = 4'b0010;
			level2[17] = 4'b0010;
			level2[18] = 4'b0010;
			level2[19] = 4'b0010;
			level2[20] = 4'b0010;
			level2[21] = 4'b0100;
			level2[22] = 4'b0100;
			level2[23] = 4'b0010;
			level2[24] = 4'b0001;
			level2[25] = 4'b1000;
			level2[26] = 4'b0010;
			level2[27] = 4'b0100;
			level2[28] = 4'b0010;
			level2[29] = 4'b1000;
			level2[30] = 4'b0100;
			level2[31] = 4'b0001;
			level2[32] = 4'b0001;
			level2[33] = 4'b0001;
			level2[34] = 4'b0001;
			level2[35] = 4'b0010;
			level2[36] = 4'b0100;
			level2[37] = 4'b1000;
			level2[38] = 4'b0010;
			level2[39] = 4'b1000;
			level2[40] = 4'b0100;
			level2[41] = 4'b0010;
			level2[42] = 4'b0010;
			level2[43] = 4'b0001;
			level2[44] = 4'b1000;
			level2[45] = 4'b0100;
			level2[46] = 4'b0100;
			level2[47] = 4'b0100;
			level2[48] = 4'b1111;
    end
    always @ (posedge clk)
    begin
		if (rst)
			note <= 4'b1111;
		else
			note <= level2[addr];
    end
endmodule
`timescale 1ns / 1ps
module level_rom3(
    input [(ADDR_WIDTH-1):0] addr,
    input clk,
	 input rst,
    output reg [(DATA_WIDTH-1):0] note
    );
    parameter ADDR_WIDTH = 6;
    parameter DATA_WIDTH = 4;
    reg [3:0] level3 [48:0];
    initial
    begin
         level3[0] = 4'b0100;
			level3[1] = 4'b1000;
			level3[2] = 4'b0001;
			level3[3] = 4'b0001;
			level3[4] = 4'b0100;
			level3[5] = 4'b1000;
			level3[6] = 4'b0010;
			level3[7] = 4'b0001;
			level3[8] = 4'b1000;
			level3[9] = 4'b0001;
			level3[10] = 4'b1000;
			level3[11] = 4'b0010;
			level3[12] = 4'b0100;
			level3[13] = 4'b1000;
			level3[14] = 4'b1000;
			level3[15] = 4'b1000;
			level3[16] = 4'b0010;
			level3[17] = 4'b0010;
			level3[18] = 4'b0001;
			level3[19] = 4'b0100;
			level3[20] = 4'b1000;
			level3[21] = 4'b0001;
			level3[22] = 4'b0100;
			level3[23] = 4'b0010;
			level3[24] = 4'b1000;
			level3[25] = 4'b0100;
			level3[26] = 4'b0100;
			level3[27] = 4'b0010;
			level3[28] = 4'b0100;
			level3[29] = 4'b0010;
			level3[30] = 4'b1000;
			level3[31] = 4'b0001;
			level3[32] = 4'b0100;
			level3[33] = 4'b0010;
			level3[34] = 4'b0010;
			level3[35] = 4'b0001;
			level3[36] = 4'b0010;
			level3[37] = 4'b0001;
			level3[38] = 4'b0010;
			level3[39] = 4'b0010;
			level3[40] = 4'b0100;
			level3[41] = 4'b1000;
			level3[42] = 4'b1000;
			level3[43] = 4'b0001;
			level3[44] = 4'b0001;
			level3[45] = 4'b0001;
			level3[46] = 4'b0010;
			level3[47] = 4'b1000;
			level3[48] = 4'b1111;
	 end
    always @ (posedge clk)
    begin
		if (rst)
			note <= 4'b1111;
		else
			note <= level3[addr];
    end
endmodule
`timescale 1ns / 1ps
module level_selector(
    input [(ADDR_WIDTH-1):0] addr,
    input [1:0] level_num, 
    input clk,
	 input rst,
    output reg [(DATA_WIDTH-1):0] note
    );
    parameter ADDR_WIDTH = 6;
    parameter DATA_WIDTH = 4;
    wire [3:0] note_level_1;
    wire [3:0] note_level_2;
    wire [3:0] note_level_3;
    level_rom1 level1 (
        .addr(addr),
        .clk(clk),
		  .rst(rst),
        .note(note_level_1)
    );
    level_rom2 level2 (
        .addr(addr),
        .clk(clk),
		  .rst(rst),
        .note(note_level_2)
    );
    level_rom3 level3 (
        .addr(addr),
        .clk(clk),
		  .rst(rst),
        .note(note_level_3)
    );
    always @ (posedge clk)
    begin
		if (rst)
			note <= 0;
		else
		begin
        case (level_num)
            2'b01: note <= note_level_1;
            2'b10: note <= note_level_2;
            2'b11: note <= note_level_3;
            default: note <= note_level_1;
        endcase
		end
    end
endmodule
module note_spawner(
    input clk, 
    input rst,
    input [7:0] noteAction,
	 input [1:0] level_num,
    input animate,
    output reg [NOTE_LOCATIONS_WIDTH:0] locations,
	 output reg [7:0] note_spawn
    );
    parameter NOTE_LOCATIONS_WIDTH = 31;
    parameter NOTE_COUNT_WIDTH = 7;
    parameter NOTE_COUNT_MAX = 100;
    parameter NOTE_WIDTH = 3;
    parameter NOTE_DELAY = 8'd180;
    reg [5:0] note_count;
    reg [3:0] next_note;
    reg rst_pressed;
    reg [2:0] rst_counter;
    reg [2:0] notes_on_screen;
    reg [3:0] current_note;
    reg ended;
    reg [7:0] note_delay;
    wire [3:0] next_note_wire;
    initial note_count = 6'd0;
    initial rst_pressed = 1'b0;
    initial rst_counter = 3'd0;    
    level_selector memory_reader (
		.addr(note_count),
		.level_num(level_num),
      .clk(clk),
		.rst(rst),
		.note(next_note_wire)
    );
    always @ (posedge clk)
    begin
        next_note <= next_note_wire;
    end
    always @ (posedge clk)
    begin
        if (rst)  
        begin 
            rst_pressed <= 1'b1;
            note_count <= 8'b0000_0000;
            rst_counter <= 3'b000;
            notes_on_screen <= 3'b000;
				current_note <= 4'b0000;
				note_delay <= 8'b0000_0000;
        end
        else if (rst_pressed)  
        begin
            if (note_count < 6'b00_1000)
            begin
                case (rst_counter)
                    3'b000:
                        locations[3:0] <= next_note;
                    3'b001:
                        locations[7:4] <= next_note;
                    3'b010:
                        locations[11:8] <= next_note;
                    3'b011:
                        locations[15:12] <= next_note;
					3'b100:
						locations[19:16] <= next_note;
					3'b101:
						locations[23:20] <= next_note;
					3'b110:
						locations[27:24] <= next_note;
					3'b111:
						locations[31:28] <= next_note;
                endcase  
                note_count <= note_count + 1;
                rst_counter <= rst_counter + 1;
                current_note <= current_note + 1;
            end
            else
                rst_pressed <= 0;
        end
        else if (next_note == 4'b1111)
        begin
            ended <= 1;
        end
        else if (noteAction !== 8'b0000_0000)
        begin
            case (noteAction)
                8'b0000_0001: locations[3:0] <= next_note;
                8'b0000_0010: locations[7:4] <= next_note;
                8'b0000_0100: locations[11:8] <= next_note;
                8'b0000_1000: locations[15:12] <= next_note;
				8'b0001_0000: locations[19:16] <= next_note;
				8'b0010_0000: locations[23:20] <= next_note;
				8'b0100_0000: locations[27:24] <= next_note;
				8'b1000_0000: locations[31:28] <= next_note;
            endcase
                note_count <= note_count + 1;
                notes_on_screen <= notes_on_screen - 1;
        end
        else if (animate)
        begin
            if (notes_on_screen >= 6)  
                note_spawn <= 0;
            else if (note_delay == NOTE_DELAY)
            begin 
                case (current_note)
                    4'b1000: note_spawn[0] <= 1;
                    4'b0001: note_spawn[1] <= 1;
                    4'b0010: note_spawn[2] <= 1;
                    4'b0011: note_spawn[3] <= 1;
                    4'b0100: note_spawn[4] <= 1;
				    4'b0101: note_spawn[5] <= 1;
                    4'b0110: note_spawn[6] <= 1;
                    4'b0111: note_spawn[7] <= 1;
                default: note_spawn <= 0;
                endcase
                note_delay <= 0;
                if (current_note == 4'b1000)
                    current_note <= 4'b0001;
                else 
                    current_note <= current_note + 1;
                notes_on_screen <= notes_on_screen + 1;
            end
            else
                note_delay <= note_delay + 1;
        end
        else
            note_spawn <= 0;
    end
endmodule
==> flow/run.sh <==
#!/bin/bash
# OpenROAD 26Q1-2900-gdf79404cd8, Yosys 0.63+post, stock flow scripts
make -C /OpenROAD-flow-scripts/flow DESIGN_CONFIG=/design/flow/config.mk WORK_HOME=/design/flow/orfs finish
==> out/qor.yml <==
numCtsBuffers: 9
fin_setup_tns_ns: 0
avgSynthCellArea_sq_um: 9.66
power.density_nw_per_um2: 286
fp_util_pct: 40.9
grt_max_degree: 41
firstDrtPassIters: 4
dpl_cell_area_sq_um: 5030
grt_pass1_vias: 2955
via_per_inst: 5.37
period_used_pct: 62.2
die_w_um: 107
final_antenna_net_count: 0
vias: 3439
postSynthSeqShare_pct: 47.6
fin_area_sq_um: 5220
worst-setup-path-type: "in -> reg"
reg2reg_depth: 7
tightest_slew_ns: 0.642
synth_cell_types: 61
ctsLongestPathBuffers: 2
synth_cells: 457
gp_congestion: 0.884
antenna_found_initial: 0
top_area_cell: "edfxtp_1"
outcome: "finished, final reports clean"
top_cells_by_area: "edfxtp_1 27%, dfxtp_1 20%, ha_1 5.7%, a21oi_1 4.9%, o21ai_0 3.6%"
min_path_cells: 0
cts_tree: "built"
r2r_slack_ns: 2.65
ys_ff: 85
clock_latency_ns: 0.35
postCtsHoldBufs: 0
cts.sinks: 85
hold-path-endpoint: "next_note[1]"
diodes: 0
end_kind: "flop"
max_freq_mhz: 328
cp_max_fo: 5
critPathLaunchType: "input port"
dp_hpwl_mm: 6.60
drt-initial-drc-count: 190
arrival_ns: 3.30
synth_top_flop_cell: "dfxtp_1"
synthArstFlopShare_pct: 0
wl_mm: 9.42
path_clk_slew_ns: 0.09
drc_errors: 0
slew_violations: 0
cts_repair_resize_count: 0
portBuffers: 52
top_cells_by_count: "45 x dfxtp_1, 43 x a21oi_1, 42 x nor2_1, 40 x edfxtp_1, 32 x o21ai_0"
power_leakage_nw: 1.87
fin_cells: 640
fin_skew_ns: 0.00539
r2r_start: "note_count[0]"
pin_count: 53
hp-start: "memory_reader.note[1]"
core_area_sq_um: 10800
rsz0062_at_grt: "false"
yosys_area_sq_um: 4420
crit_slowest_cell: "or4_4"
cp_cell_sequence: "clkdlybuf4s50_1 -> or4_4 -> nor3_4 -> inv_1 -> fa_1 -> xnor2_1 -> a21oi_1 -> a31o_2"
grtUsageTotal_pct: 17.4
die_h_um: 107
warning_count: 39
dieArea_sq_um: 11500
r2r-end: "memory_reader.level1.note[0]"
syn-cell-area_sq_um: 4420
syn_to_final_growth_pct: 18.2
power_mw: 1.49
yosysWarnings: 5
min_period_ns: 3.05
ir_drop_mv: 0.141
synth-edff-count: 40
cp.required_ns: 5.15
placed_cells: 624
setup_viol: 0
grt_overflow_total: 0
cts.htree.levels: 3
wl_per_cell_um: 14.7
slew_headroom_pct: 56.8
rows: 38
drive_above_1_share_pct: 7.60
yosysTopAreaCellShare_pct: 27.2
cp_slowest_stage_delay_ns: 0.62
hold_violations: 0
hp-class: "reg -> reg"
yosys-stat-cells: 457
cap_viol_max_count: 0
grt_first_pass_wirelength_mm: 15.2
yosysMostFrequentCell: "dfxtp_1"
cts-root-buf: "clkbuf_8"
postCtsSetupRepairBufs: 0
registers in the layout, indices dropped and copies added (netlist names):
name and cells:
note_count 6, memory_reader.level2.note 4, current_note 4, memory_reader.note 4, notes_on_screen 3, note_spawn 8
memory_reader.level3.note 4, memory_reader.level1.note 4, next_note 4, rst_pressed 1, locations 32, rst_counter 3
note_delay 8
through the flow:
step                utilization [%]  hold WS [ns]  setup WS, ns
floorplan                         -         0.310          2.10
global placement               46.6         0.311          1.53
detailed placement             46.6         0.312          1.51
CTS                            48.4         0.332          1.88
global route                   48.4         0.340          1.74
finish                         48.4         0.332          1.85
power by group:
part	leakage, nW	switching (mW)	internal (mW)
Clock	0.0907	0.268	0.196
Combinational	1.05	0.124	0.0946
Sequential	0.731	0.0293	0.783
worst max-delay path by stage:
stage / slack, ns / start / endpoint
CTS: 1.88 / noteAction[3] / notes_on_screen[2]
global route: 1.74 / noteAction[3] / notes_on_screen[2]
finish: 1.85 / noteAction[3] / notes_on_screen[2]
per-layer routing:
metal  up-vias  track usage (%)  part of all wire, %
met3         9             3.04                  4.6
li1       1764                -                    -
met4         0             2.35                  1.0
met5         -                0                    0
met2        84             25.9                   45
met1      1582             28.5                   50
worst max-delay path: cells and delay by family:
kind,cells,cell delay (ns)
simple gates,2,0.86
fa+ha+maj,1,0.38
xor+xnor,1,0.21
compound gates,2,0.30
buf+inv,2,0.56
placed cells by master, fill, tap and decap left out, types with 4 or more instances in the layout:
cell and n:
nand2b_1 6, clkbuf_8 9, nor2_1 42, clkdlybuf4s50_1 52, o21ai_0 32, a31oi_1 7
edfxtp_1 40, a21o_1 5, a221oi_1 5, nor4_1 8, nor2b_1 8, a21oi_1 43
buf_4 5, xnor2_1 9, ha_1 20, mux2i_1 11, inv_1 21, nand2_1 26
dfxtp_1 45, a211oi_1 9, nor3_1 9, nand4b_1 5, a311oi_1 4, and3_1 8
nand3_1 10
cells by family (layout without fill, tap and decap cells):
logic type               count (synthesis)  after routing  share of synthesized area, %
AND-OR/OR-AND                          137            137                          20.6
multiplexers                            11             11                          2.49
XOR/XNOR                                10             10                          1.98
flip-flops                              85             85                          47.6
AND/OR/NAND/NOR                        142            142                          16.8
adder cells (fa/ha/maj)                 21             21                          6.12
buffers and inverters                   51             94                          4.45
layout make-up:
type / instances / area [sq um]
multi-input cells: 321 / 2120
flip-flops and latches: 85 / 2100
clock buffers: 9 / 124
clock inverters: 7 / 63.8
inverters: 21 / 78.8
fillers: 981 / 5570
repair buffers: 57 / 558
well taps: 140 / 175
No activity file was given, so power comes from the tool's default toggle rates.
